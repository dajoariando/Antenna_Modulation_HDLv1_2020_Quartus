==> ./design.v <==
`timescale 1ns / 1ps
module bitstreamer 
#(
	parameter DATALEN = 64,
	parameter CNTLEN = 8,
	parameter CLK_DIV1 = 16,		 
	parameter CLK_DIV2 = 32			 
)
(
	input [DATALEN-1:0]	datain,
	input	[CNTLEN-1:0]	phase_delay,
	input clk,
	input start,
	input rst,
	output reg sysrun,
	output reg outp,
	output reg outn,
	output reg bitout
);
	reg [DATALEN-1:0] datain_reg;
	reg [CNTLEN-1:0] phase_delay_reg;
	reg [CNTLEN-1:0] phase_delay_LOADVAL;
	reg [CNTLEN-1:0] halfclk_LOADVAL;
	reg [CNTLEN-1:0] taildelay_LOADVAL;
	reg [CNTLEN-1:0] datalen_LOADVAL;
	reg [5:0] State;
	localparam [5:0]
		S0 = 6'b000001,
		S1 = 6'b000010,
		S2 = 6'b000100,
		S3 = 6'b001000,
		S4 = 6'b010000,
		S5 = 6'b100000;
	always @(posedge clk, posedge rst)
	begin
		if (rst)
		begin
			State <= S0;
			outp <= 1'b0;
			outn <= 1'b0;
		end
		else
		begin
			case (State)
				S0:  
				begin
					datain_reg <= datain;
					phase_delay_reg <= phase_delay;
					datalen_LOADVAL <= {{1'b1},{(CNTLEN-1){1'b0}}} - DATALEN + 1'b1;
					outp <= 1'b0;
					outn <= 1'b0;
					sysrun <= 1'b0;
					if (start)
						State <= S1;
				end
				S1:  
				begin
					if (datain_reg[0])  
					begin
						phase_delay_LOADVAL <= {{1'b1},{(CNTLEN-1){1'b0}}} - (phase_delay_reg<<1) + 2'd2;
						halfclk_LOADVAL <= {{1'b1},{(CNTLEN-1){1'b0}}} - (CLK_DIV2>>1) + 1'b1;
						taildelay_LOADVAL <= {{1'b1},{(CNTLEN-1){1'b0}}} - (CLK_DIV2>>1) + (phase_delay_reg<<1) + 2'd2;
					end
					else  
					begin
						phase_delay_LOADVAL <= {{1'b1},{(CNTLEN-1){1'b0}}} - phase_delay_reg + 2'd2;
						halfclk_LOADVAL <= {{1'b1},{(CNTLEN-1){1'b0}}} - (CLK_DIV1>>1) + 1'b1;
						taildelay_LOADVAL <= {{1'b1},{(CNTLEN-1){1'b0}}} - (CLK_DIV1>>1) + phase_delay_reg + 2'd2;
					end
					outp <= 1'b1;
					outn <= 1'b0;
					bitout <= datain_reg[0];
					sysrun <= 1'b1;
					State <= S2;
				end
				S2:  
				begin
					phase_delay_LOADVAL <= phase_delay_LOADVAL + 1'b1;
					if (phase_delay_LOADVAL[CNTLEN-1])
						State <= S3;
				end
				S3:  
				begin
					outp <= 1'b0;
					outn <= 1'b1;
					halfclk_LOADVAL <= halfclk_LOADVAL + 1'b1;
					if (halfclk_LOADVAL[CNTLEN-1])
						State <= S4;
				end
				S4:  
				begin
					outp <= 1'b1;
					outn <= 1'b0;
					taildelay_LOADVAL <= taildelay_LOADVAL + 1'b1;
					if (taildelay_LOADVAL[CNTLEN-1])
						State <= S5;
				end
				S5:  
				begin
					datalen_LOADVAL <= datalen_LOADVAL + 1'b1;
					datain_reg <= datain_reg >> 1;
					if (datalen_LOADVAL[CNTLEN-1])
						State <= S0;
					else
						State <= S1;
				end
			endcase
		end
	end
endmodule
==> ./run.sh <==
#!/bin/bash
# OpenROAD 26Q1-2900-gdf79404cd8, Yosys 0.63+post, stock flow scripts
make -C /OpenROAD-flow-scripts/flow DESIGN_CONFIG=/design/flow/config.mk WORK_HOME=/design/flow/orfs finish
==> ./config.mk <==
export PLATFORM = sky130hd
export DESIGN_NAME = bitstreamer
export DESIGN_NICKNAME = bitstreamer
export VERILOG_FILES = /design/flow/design.v
export SDC_FILE = /design/flow/constraint.sdc
export NUM_CORES = 4
export LEC_CHECK = 1
export CORE_UTILIZATION = 30
==> ./constraint.sdc <==
current_design bitstreamer

set clk_period 9.4
set clk_io_pct 0.2

create_clock -name clk0 -period $clk_period [get_ports {clk}]

set non_clock_inputs [all_inputs -no_clocks]
set_input_delay [expr $clk_period * $clk_io_pct] -clock clk0 $non_clock_inputs
set_output_delay [expr $clk_period * $clk_io_pct] -clock clk0 [all_outputs]
==> run summary <==
Main metrics from the flow reports.

The run finished with clean final reports. The number of synthesized flops with an enable pin is 106. The reported max-cap violation count is 0. The routed length per placed instance is approximately 14 µm.

The end point of the critical path is datain_reg[16]. The final non-filler cell total came out at a little over 700. Counting tap cells, the placed design contains a total of between 600 and 700 instances. The global-route wire length before repair is between 15 and 20 mm. Each instance of the synthesized netlist takes up on average roughly 14 µm². The worst setup path is launched from a primary input. The fill cell total of the finished layout came out at about 1,600.

The clock latency on the worst-skew pair came out at around 0.4 ns. Pins over their slew limit in the final report were tallied at 0. Endpoints with negative setup slack in the final report add up to 0. Looking at the critical path, the highest net fanout was 39.

The number of port buffers is approximately 78. Setup repair after global routing left no endpoint under its margin. The ratio of cells with drive above 1 in the final layout came out at between 20% and 30%.

The largest net degree at the start of global routing is about 47. Measured in cells, the most critical reg-to-reg path has a length of 4. The number of top-level pins came out at about 79. Per the Yosys statistics, synthesis produced roughly 400 cells. In the post-synthesis netlist, the biggest area contributors are sky130_fd_sc_hd__edfxtp_1 58%, sky130_fd_sc_hd__mux2_2 13%, sky130_fd_sc_hd__dfrtp_1 3.2%. For the pin with the worst max-slew slack, the measured transition is ~0.70 ns. CTS built an H-tree with a depth of 4. The number of standard-cell rows in the floorplan is just under 50. The post-synthesis instance area is 0.00551 mm².

The gate count of the mapped netlist came out at roughly 400. Per the detail_route report, inserted antenna diodes total 0. Global routing finished with a remaining overflow of 0. The core utilization of the finished layout is about two fifths. Looking at the reg2reg group, the worst path starts from State[1].

The worst setup timing slack at the placement stage is between 5 and 6 ns. Post-CTS timing repair inserted 0 buffers for setup. The critical path endpoint has a required time of ~9.4 ns. The post-placement cell area is about 0.0065 mm². Looking at the VDD voltage map, the peak drop is about 130 µV. The die height is between 100 and 150 µm.

In this run, distinct cell masters in the synthesized netlist total 52. The number of buffers inserted by hold repair at cts came out at 0. Once the floorplan was initialized, standard cells occupied between 30% and 40% of the core. The final weighted congestion in routability-driven placement is between 0.8 and 0.9. After synthesis, the largest area contributor takes up roughly 58% of total cell area. The clock tree has to reach approximately 110 sinks.

The most frequent logic cell in the layout is sky130_fd_sc_hd__edfxtp_1. Tracing the worst setup path back leads to its startpoint at rst. The total power came out at about 1.6 mW.

The leakage power total is ~2.4 nW. The path type of the worst setup path is in2reg. The power per unit of standard cell area came out at 227 mW/mm². The via count of the first global-routing pass came out at between 3,000 and 4,000. The total detailed-routing wirelength came out at 10.0 mm. The tool warning count came out at 29.

The timing report gives the clock slew at the launch and capture registers of the worst setup and hold paths as around 0.05 ns. The total number of vias is roughly 3,400. The floorplan step defined a die boundary enclosing 0.0189 mm². Per the synth stats, the flop cell with the highest instance count is sky130_fd_sc_hd__edfxtp_1. The max-slew headroom at the worst pin came out at a little over half. The growth of design area from synthesis to finish came out at 28.8%. TritonCTS built the clock tree. The synthesis-stage register bit count is 114. The final hold slack is 0.492 ns.

The finished layout cell area is slightly above 0.007 mm². Per the timing report, the achievable frequency comes out to 280 MHz. In this run the critical register-to-register path is captured at datain_reg[16]. The count of TritonRoute iterations in the first routing pass came out at 4. The number of buffers inserted during clock tree synthesis is 17. The largest area contributor in the synthesized netlist is sky130_fd_sc_hd__edfxtp_1. The initial antenna violation count is 0. The maximum root-to-sink buffer count came out at 2. The number of flip-flops under the largest register name is 64. The clock tree root buffer cell is sky130_fd_sc_hd__clkbuf_16. The core region is 0.0180 mm².

The tally of nets with antenna violations remaining after routing came out at 0. The clock skew is ~0.0079 ns. The endpoint class of the critical path is a register. The clock period minus final worst setup slack is roughly 3.6 ns. The worst endpoint data arrival time is ~3.6 ns. The via-per-instance ratio is roughly 4.7. The async set or reset register ratio after synthesis came out at 7.02%. The violation count after the first detailed-route iteration is roughly 140. The sequential element share of the synthesized area came out at around three fifths.

In the layout the commonest cells are 106 x sky130_fd_sc_hd__edfxtp_1, 78 x sky130_fd_sc_hd__clkdlybuf4s50_1, 63 x sky130_fd_sc_hd__mux2_2. Post-route period utilization is reported as 38.0%. The placed wire-length estimate is ~7 mm. The path class of the tightest hold or removal check is reg2reg.

Endpoints failing hold in the final report were tallied at 0. The setup slack on the worst flop-to-flop path came out at about 7 ns. The count of synthesis-stage warnings from yosys came out at 1. The remaining routing DRC violations is 0. The least setup slack across all paths after layout is 5.83 ns. The post-synth area from yosys stat is about 0.0055 mm². According to the floorplan report, the die width is about 140 µm. The overall global routing resource usage came out at 11.8%. The post-CTS resize count is 0. The total negative setup slack is 0 ns.
## Yosys cell counts, drive strengths merged, types with 2 or more instances
cell type,n
edfxtp,106
mux2,63
nor2,22
nand2,20
xor2,20
o21ai,17
nand3,14
buf,13
xnor2,11
ha,10
inv,10
a21oi,9
and3,8
clkbuf,8
dfrtp,7
mux2i,7
nand2b,5
or3,5
a21o,4
and2,4
o22ai,4
a211oi,3
nor2b,3
nor3,3
nor4,2
nor4b,2
o21a,2
o31a,2
o31ai,2
## report_power, final
group	internal (mW)	leakage (nW)	switching [mW]
clock network	0.409	0.286	0.209
logic	0.144	1.07	0.126
registers	0.664	1.05	0.0623
total	1.22	2.41	0.397
## critical path, stage by stage
cell                              delay (ns)
sky130_fd_sc_hd__clkdlybuf4s50_1        0.60
sky130_fd_sc_hd__a21oi_4                0.19
sky130_fd_sc_hd__buf_4                  0.40
sky130_fd_sc_hd__buf_4                  0.51
## layer usage
metal,vias to the layer above,part of all wire (%),global-route usage [%]
met5,-,0,0
met4,0,1.4,1.77
met3,10,8.4,4.92
met2,89,46,17.8
met1,1606,44,16.9
li1,1659,-,-
## logic make-up after synthesis
| logic type | after synthesis | synth area share, % |
|---|---|---|
| muxes | 70 | 14.1 |
| DFF | 114 | 61.4 |
| AOI/OAI and AO/OA | 51 | 6.04 |
| buffers and inverters | 31 | 2.54 |
| xor gates and xnor gates | 31 | 4.92 |
| adders and majority gates | 10 | 2.27 |
| and+or+nand+nor | 93 | 8.71 |
## final cells by class
cell class | count | area, µm² | share of cell area [%]
Timing Repair Buffer | 82 | 811 | 11.4
Multi-Input combinational cell | 255 | 2000 | 28.2
Sequential cell | 114 | 3390 | 47.7
Clock buffer | 22 | 474 | 6.67
Clock inverter | 10 | 109 | 1.53
Inverter | 10 | 37.5 | 0.528
Tap cell | 229 | 287 | 4.03
## worst min path at each step
| stage | depth (start not counted) | slack [ns] | endpoint | from |
|---|---|---|---|---|
| after global routing | 1 | 0.53 | State[3] | halfclk_LOADVAL[7] |
| after CTS | 1 | 0.50 | State[3] | halfclk_LOADVAL[7] |
| final | 1 | 0.49 | State[3] | halfclk_LOADVAL[7] |
No activity file was given, so power comes from the tool's default toggle rates.
