==> flow/design.v <==
`timescale 1ps / 1ps
module GNRL_delayed_pulser
#(
	parameter DELAY_WIDTH = 32
)(
	input SIG_IN,
	output reg SIG_OUT,
	input [DELAY_WIDTH-1:0] DELAY,
	input CLK,
	input RESET
);
	reg [DELAY_WIDTH-1:0] DELAY_CNT;
	reg [4:0] State;
	localparam [4:0]
		S0 = 5'b00001,
		S1 = 5'b00010,
		S2 = 5'b00100,
		S3 = 5'b01000,
		S4 = 5'b10000;
	initial
	begin
		DELAY_CNT <= {DELAY_WIDTH{1'b0}};
		SIG_OUT <= 1'b0;
		State <= S0;
	end
	always @(posedge CLK, posedge RESET)
	begin
		if (RESET)
		begin
			DELAY_CNT <= {DELAY_WIDTH{1'b0}};
			SIG_OUT <= 1'b0;
			State <= S0;
		end
		else
		begin
			case (State)
				S0 :  
				begin
					DELAY_CNT <= {1'b1,{(DELAY_WIDTH-1){1'b0}}} - DELAY + 1'b1 + 1'b1;  
					if (SIG_IN)
						State <= S1;
				end
				S1 :  
				begin
					DELAY_CNT = DELAY_CNT + 1'b1; 
					if (DELAY_CNT[DELAY_WIDTH-1])
						State <= S2;
				end
				S2 :  
				begin
					SIG_OUT <= 1'b1;
					State <= S3;
				end
				S3 :  
				begin
					SIG_OUT <= 1'b0;
					State <= S4;
				end
				S4 :  
				begin
					if (!SIG_IN)
						State <= S0;
				end
			endcase
		end
	end
endmodule
==> flow/run.sh <==
#!/bin/bash
# OpenROAD 26Q1-2900-gdf79404cd8, Yosys 0.63+post, stock flow scripts
make -C /OpenROAD-flow-scripts/flow DESIGN_CONFIG=/design/flow/config.mk WORK_HOME=/design/flow/orfs finish
==> flow/config.mk <==
export PLATFORM = sky130hd
export DESIGN_NAME = GNRL_delayed_pulser
export DESIGN_NICKNAME = GNRL_delayed_pulser
export VERILOG_FILES = /design/flow/design.v
export SDC_FILE = /design/flow/constraint.sdc
export NUM_CORES = 4
export LEC_CHECK = 1
export CORE_UTILIZATION = 30
==> flow/constraint.sdc <==
current_design GNRL_delayed_pulser

set clk_period 5.1
set clk_io_pct 0.2

create_clock -name clk0 -period $clk_period [get_ports {CLK}]

set non_clock_inputs [all_inputs -no_clocks]
set_input_delay [expr $clk_period * $clk_io_pct] -clock clk0 $non_clock_inputs
set_output_delay [expr $clk_period * $clk_io_pct] -clock clk0 [all_outputs]
==> notes.md <==
Purpose: to document the outcome of synthesis and place and route.

Die
The vertical die dimension reported for this design is 97.7 um. The number of rows in the core area is 34. The number of primary I/O pins is 36. The die span in x is 97.7 um.

The die area is 9550 um2. The region available for standard cell placement spans 8810 um2. At the floorplan stage, the core utilization is reported as 0.312.

Clock network
The deepest clock path buffer count is 2. The post-CTS setup buffer count is 0. TritonCTS built the clock tree. Clock tree synthesis inserted a total of 5 buffers. The number of instances resized during post-cts repair is 0.

The clock net in this run drives a total of 38 sinks. CTS built an H-tree with a depth of 2. Clock latency on the worst-skew pair, taken at its later pin, is 300 ps. The clock input transition at the sequential cells of the worst setup and hold paths is 80 ps. The number of hold buffers added after CTS is 0. Per the CTS log, the root buffer master is sky130_fd_sc_hd__clkbuf_8.

Yosys
The share of Yosys cell area claimed by the top area cell type is 0.337. Yosys mapped a number of flops with a built-in enable equal to 0. The post-synth register bit count is 38.

The number of warnings printed during yosys synthesis is 1. The tally of unique sky130hd cells used after synthesis is 51. Summing every instance area after synthesis gives 2750 um2. Per the post-synthesis stats, the area per cell is 8.36 um2. The synthesis report names the predominant flop master as sky130_fd_sc_hd__dfrtp_1.

In the post-synthesis netlist, the biggest area contributors are sky130_fd_sc_hd__dfrtp_1, sky130_fd_sc_hd__xor2_1, sky130_fd_sc_hd__nand2_1. The number of cells in Yosys stat is 329. The area reported by Yosys stat is 2750 um2.

Per the synth stats, the proportion of register bits with asynchronous set or reset is 1.00. The biggest area consumer among synthesized cells is sky130_fd_sc_hd__dfrtp_1. The synthesized instance count is 329. The share of the Yosys chip area taken by registers is 0.346.

STA
Setup repair after global routing left no endpoint under its margin. For this run, the top clock speed supported by timing is 294 MHz. Per the final report, max-transition violations number 0. The worst-case clock skew is 7.10 ps. Post-route period utilization is reported as 0.666. The number of setup violations in the final report is 0. For the final routed database, the setup TNS stands at 0 ps. Hold-check failures listed in the final report amount to 0. The max-slew check reports its worst relative slack as 0.390.

The actual transition at the worst max-transition pin is 912 ps. The final critical path time including I/O delays and setup is 3400 ps.

Power and ir drop
The net switching power of the design is 0.634 mW. The script computed a power per unit cell area of 453 nW/um2. IR analysis of the VDD net gives a maximum drop of 0.153 mV.

The leakage component of the power was reported as 1.17 nW. Of the total power, registers draw 0.407. The part of the total power dissipated in combinational logic is 0.410. Power comes to 1.51 mW. The power report lists cell-internal power as 0.874 mW. The net switching fraction of the power is 0.420. The power report attributes to the clock group a share of 0.183.

Route
Signal routing reaches up to met4. Per the detail_route report, DRC violations left total 3. Per the detail_route report, vias per standard cell equal 5.70. In this run the remaining antenna-violating nets after routing total 0. Per the detail_route report, inserted antenna diodes total 0. The routed length on met3 is 437 um. Detailed-route iteration 0 reported a violation count of 179.

The detailed router reports a met2 wire length of 3320 um. The detailed router put a total of 3570 um of wire on met1. For this run, the detailed router's first-pass iteration total came to 47. The total via count in the routed design is 2691. The average wire length per cell after detail routing is 15.6 um.

Per the detailed-route log, wirelength across all metal layers totals 7360 um.

Worst setup path
The slowest stage of the critical path belongs to the cell sky130_fd_sc_hd__nor4_1. The cell sequence reported for the critical path is clkdlybuf4s50_1 -> nor4_1 -> nand3_1 -> nor4_1 -> xor2_1 -> mux2i_1. The largest fanout on the critical path is 11. By instance count, the cell type seen most on the critical path is sky130_fd_sc_hd__nor4_1. The worst setup path is launched from an input port. The worst setup path is captured at a register.

The required time reported for the critical path endpoint is 5270 ps. The start-to-end type of the worst setup path is in2reg. The delay of the slowest critical-path stage is 750 ps. The OpenROAD report gives the critical path a data arrival time of 3570 ps.

GRT
The number of antenna violations at the first check in global routing is 0. The global-route total usage across every layer is 0.166. The first global-routing pass estimated 12600 um of wire. Summed over all layers, the global routing overflow is 0. The via count of the first global-routing pass was 2487. The maximum number of pins on one net before global-route repair is 39.

Place
The total of buffers placed on input and output ports is 35. The detailed-placement wirelength estimate is 5380 um. Once placement finished, the instance area stood at 3210 um2. After its last routability iteration, the placer logged a weighted congestion of 0.857.

Cells and area
The finished cells cover 3330 um2. The area growth from synthesis to layout is 21.1%. Of the cells placed in the final design, the portion with a size suffix greater than 1 is 0.0687.

Run status
The checks that failed: design-rule violations. The flow ran to the end, but the final reports show violations.

Flow run
Max-cap violations in this run came to 0. The number of warnings the tools reported is 25.

Hold path
The most critical min-delay path falls under reg2reg.
## final cells by class
| type | instances | area, um2 |
|---|---|---|
| clock buffer | 7 | 86.3 |
| multi-input combinational | 269 | 1710 |
| inverter | 10 | 37.5 |
| sequential | 38 | 952 |
| fill | 872 | 5480 |
| tap | 108 | 135 |
| clock inverter | 1 | 30.0 |
| timing repair buffer | 39 | 380 |
## path summary, 6_finish.rpt
kind / slack (ps) / to / cells past startpoint / startpoint
worst max-delay path: 1700 / DELAY_CNT[28] / 6 / DELAY[6]
worst min-delay path: 550 / SIG_OUT / 2 / SIG_OUT
worst min register to register: 550 / SIG_OUT / 2 / SIG_OUT
min in group asynchronous: 1150 / State[4] / 3 / RESET
worst max register to register: 2450 / DELAY_CNT[29] / 5 / State[3]
max in group asynchronous: 3580 / DELAY_CNT[17] / 3 / RESET
## worst max-delay path: cells and delay by family
family / cells / cell delay, ps
xor+xnor: 1 / 180
mux: 1 / 90
buf+inv: 1 / 470
simple gates: 3 / 1810
## power groups by stage
stage | Clock [mW] | Combinational [mW] | Sequential [mW]
global route | 0.292 | 0.708 | 0.641
CTS | 0.281 | 0.620 | 0.608
finish | 0.275 | 0.619 | 0.614
## synth_stat cells, types with 4 or more instances
cell type                  instances
sky130_fd_sc_hd__a211oi_1          7
sky130_fd_sc_hd__nor3_1           20
sky130_fd_sc_hd__xor2_1           20
sky130_fd_sc_hd__xnor2_1          11
sky130_fd_sc_hd__nand4_1          12
sky130_fd_sc_hd__dfrtp_1          37
sky130_fd_sc_hd__or4_1             4
sky130_fd_sc_hd__o21ai_0           9
sky130_fd_sc_hd__nor2_1           29
sky130_fd_sc_hd__inv_1            10
sky130_fd_sc_hd__nand3_1          13
sky130_fd_sc_hd__a21oi_1          17
sky130_fd_sc_hd__mux2_2            5
sky130_fd_sc_hd__or3_1             7
sky130_fd_sc_hd__o31ai_1           4
sky130_fd_sc_hd__clkbuf_1         10
sky130_fd_sc_hd__o211ai_1          8
sky130_fd_sc_hd__and4_1            4
sky130_fd_sc_hd__nor4_1           16
sky130_fd_sc_hd__a311oi_1          4
sky130_fd_sc_hd__o22ai_1           4
sky130_fd_sc_hd__nand2_1          33
## flip-flops by register name, indices dropped and copies added, names as in the netlist
register and count:
DELAY_CNT 32, State 5, SIG_OUT 1
## cells by family after synthesis
kind of cell,Yosys count,synth area share
buffers and inverters,22,0.0328
and+or+nand+nor,155,0.297
DFF,38,0.346
muxes,8,0.0314
AOI/OAI and AO/OA,73,0.185
adders and majority gates,2,0.00910
xor gates and xnor gates,31,0.0987
## metal layers
layer / GRT usage / vias up
li1: - / 1327
met1: 0.259 / 1281
met2: 0.259 / 79
met3: 0.0233 / 4
met4: 0.0152 / 0
met5: 0 / -
## cell usage in the layout, fill, tap and decap left out, drive strengths merged, types with 2 or more instances in the layout
cell type      netlist  routed
o211ai               8       8
xnor2               11      11
clkdlybuf4s50        0      35
o41ai                2       2
a221oi               3       3
a21oi               17      17
o22ai                4       4
a211oi               7       7
o311ai               3       3
nor4                17      17
o31ai                4       4
inv                 10      10
or2                  3       3
nand2               33      33
mux2i                3       3
dfrtp               37      37
xor2                20      20
nand4               12      12
nand3               14      14
nor2                29      29
a221o                2       2
a31oi                3       3
or3                  7       7
buf                  2       4
and4                 4       4
mux2                 5       5
clkbuf              10       7
nor3                20      20
a311oi               4       4
and3                 3       3
o21ai                9       9
or4                  6       6
ha                   2       2
## per-stage QoR
| step | utilization | cells | setup WS [ps] | hold slack, ps |
|---|---|---|---|---|
| after CTS | 0.378 | 472 | 1750 | 553 |
| final | 0.378 | 472 | 1700 | 547 |
| after detailed placement | 0.365 | 464 | 1430 | 530 |
| after global routing | 0.378 | 472 | 1390 | 582 |
| after floorplan | - | 329 | 2450 | 481 |
| after global placement | 0.365 | 464 | 1460 | 524 |
No activity file was given, so power comes from the tool's default toggle rates.
